--- flow/design.v ---
`timescale 1ns / 1ps
module clk_div(input clk_100mhz,
               input rst_n,
               output reg clk_out);
    parameter period = 100000;
    reg [31:0] cnt;
    always @(posedge clk_100mhz or negedge rst_n) begin
        if (~rst_n) begin
            cnt <= 0;
            clk_out <= 0;
        end else begin
            if (cnt == (period >> 1) - 1) begin
                clk_out <= ~clk_out;
                cnt <= 0;
            end else begin
                cnt <= cnt + 1;
            end
        end
    end
endmodule
`timescale 1ns / 1ps
module display(input rst_n,
               input clk_100mhz,
               input [7:0] p0,
               input [7:0] p1,
               input [7:0] p2,
               input [7:0] p3,
               input [7:0] p4,
               input [7:0] p5,
               input [7:0] p6,
               input [7:0] p7,
               output reg [7:0] seg_en,
               output reg [7:0] seg_out1,
               output reg [7:0] seg_out2);
    reg [2:0] scan_cnt;
    wire clk_slow;
    defparam clk_div_slow.period = 200000;
    clk_div clk_div_slow(
        .rst_n(rst_n),
        .clk_100mhz(clk_100mhz),
        .clk_out(clk_slow)
    );
    always @(posedge clk_slow or negedge rst_n) begin
        if (~rst_n) begin
            scan_cnt <= 0;
        end else begin
            if (scan_cnt == 3'b111) begin
                scan_cnt <= 3'b000; 
            end else begin
                scan_cnt <= scan_cnt + 1;
            end
        end
    end 
    always @(scan_cnt) begin
        case (scan_cnt)
            3'b000: seg_en <= 8'b00000001;
            3'b001: seg_en <= 8'b00000010;
            3'b010: seg_en <= 8'b00000100;
            3'b011: seg_en <= 8'b00001000;
            3'b100: seg_en <= 8'b00010000;
            3'b101: seg_en <= 8'b00100000;
            3'b110: seg_en <= 8'b01000000;
            3'b111: seg_en <= 8'b10000000;
            default: seg_en <= 8'b00000000;
        endcase
    end
    always @(scan_cnt) begin
        case (scan_cnt) 
            3'b000: begin seg_out1 <= p0; seg_out2 <= 8'b0; end
            3'b001: begin seg_out1 <= p1; seg_out2 <= 8'b0; end
            3'b010: begin seg_out1 <= p2; seg_out2 <= 8'b0; end
            3'b011: begin seg_out1 <= p3; seg_out2 <= 8'b0; end
            3'b100: begin seg_out2 <= p4; seg_out1 <= 8'b0; end
            3'b101: begin seg_out2 <= p5; seg_out1 <= 8'b0; end
            3'b110: begin seg_out2 <= p6; seg_out1 <= 8'b0; end
            3'b111: begin seg_out2 <= p7; seg_out1 <= 8'b0; end
        endcase
    end
endmodule
--- flow/run.sh ---
#!/bin/bash
# OpenROAD 26Q1-2900-gdf79404cd8, Yosys 0.63+post, stock flow scripts
make -C /OpenROAD-flow-scripts/flow DESIGN_CONFIG=/design/flow/config.mk WORK_HOME=/design/flow/orfs finish
--- flow/config.mk ---
export PLATFORM = sky130hd
export DESIGN_NAME = display
export DESIGN_NICKNAME = display
export VERILOG_FILES = /design/flow/design.v
export SDC_FILE = /design/flow/constraint.sdc
export NUM_CORES = 4
export LEC_CHECK = 1
export CORE_UTILIZATION = 30
--- flow/constraint.sdc ---
current_design display

set clk_period 4.2
set clk_io_pct 0.2

create_clock -name clk0 -period $clk_period [get_ports {clk_100mhz}]

set non_clock_inputs [all_inputs -no_clocks]
set_input_delay [expr $clk_period * $clk_io_pct] -clock clk0 $non_clock_inputs
set_output_delay [expr $clk_period * $clk_io_pct] -clock clk0 [all_outputs]
==> qor.yml <==
area_growth_pct: 48.9
use_met1_pct: 21.9
fin_util_pct: 47.4
pin_count: 90
cts_buffer_depth: 2
unclocked_regs: 3
cp_max_fo: 1
holdWs_ns: 0.478
synth.ff_latch_count: 36
place_ws_ns: 1.14
drt-vias-per-instance: 5.07
top_area_share_pct: 40.7
warnings: 30
yosys.area.top_type: "dfrtp_1"
rows: 30
ys_seq_share_pct: 40.7
synth_area_um2: 2210
p_leak_nw: 1.41
slowest_delay_ns: 0.49
worst_slack_ns: 1.14
netlist_instances: 231
drtAntennaViolNets: 0
slew_violations: 0
syn_avg_cell_area_um2: 9.58
cts_tree: "done"
comb_power_share_pct: 12.0
routed_wl_um: 6090
max-vdd-ir-drop_mv: 0.295
switching_share_pct: 19.8
port_buffers: 89
grt_pass1_wl_um: 9150
timing.fmax_mhz: 327
final.fill_count: 655
untimed_endpoints: 11
die_y_um: 87.9
seq_power_share_pct: 48.4
ys_chip_area_um2: 2210
async_flop_share_pct: 100
p_total_uw: 656
top_cells_by_area: "dfrtp_1 (41%), xnor2_1 (8.3%), nand2_1 (5.3%)"
grt_pass1_vias: 1902
p_clk_share_pct: 39.6
holdBufCountCts: 0
cts_max_level: 2
endpoint_kind: "output pin"
internal_power_uw: 526
maxCapViolCount: 0
power.switching_uw: 130
die-area_um2: 7720
path_cells: "clkdlybuf4s50_1 -> a222oi_1 -> mux2i_1 -> clkdlybuf4s50_1"
arrival_ns: 2.22
core_um2: 6940
dr_total_vias: 2108
post_cts_buffers: 0
grt_use_total_pct: 15.5
num_antenna_cells: 0
busiest_layer: "met2"
drive_above_1_share_pct: 6.25
place_congestion: 0.862
clk_root_buffer_cell: "clkbuf_8"
crit_top_cell: "clkdlybuf4s50_1"
postPlaceCellArea_um2: 3190
synth_top_flop_cell: "dfrtp_1"
power.density_nw_per_um2: 199
antenna_found_initial: 0
worst-setup-path-type: "input port to output pin"
rsz0062_at_grt: "no"
synth.distinct_cells: 38
tightest_slew_ns: 0.690
dr.pass1.iters: 4
setup-violations-final: 0
yosysWarnings: 2
globalRouteMet2Util_pct: 24.6
finalSetupTns_ns: 0
min_period_ns: 3.06
slowest_stage: "clkdlybuf4s50_1"
design_area_um2: 3290
worstSetupStartpointType: "input port"
hold_viol: 0
max_slew_margin_pct: 53.9
status: "finished clean"
cts_buffers: 5
critPathRequiredTime_ns: 3.36
drt_iter0_drc: 69
grt_overflow: 0
final-instance-count-excl-fill: 416
met3_usage_pct: 4.29
cts_resized: 0
die_w_um: 87.9
clkTransAtPathRegs_ns: 0.07
finalClockPeriodUsage_pct: 72.8
finalClockSkew_ns: 0.00632
hp-class: "flop to flop"
ys_cells: 231
grt_max_degree: 37
wl_per_cell_um: 14.6
clkLatencyLatePin_ns: 0.28
drc_errors: 0
dpl.hpwl_um: 4500
edf_count: 0
fp_util_pct: 31.9
dp.cells: 408
critical path, delay by kind of cell:
kind,cells,cell delay (ns)
buffers and inverters,2,0.89
AND-OR/OR-AND,1,0.37
multiplexers,1,0.12
cells by family (layout without fill, tap and decap cells):
logic type,count (synthesis),in the layout,share of synthesized area [%]
AND/OR/NAND/NOR,105,105,27.6
flip-flops,36,36,40.7
AND-OR/OR-AND,31,31,11.1
XOR/XNOR,26,26,10.3
buffers and inverters,21,110,3.90
adder cells (fa/ha/maj),8,8,4.53
multiplexers,4,4,1.81
synth_stat cells (2+ instances only):
library cell   n
dfrtp_1       36
nand2_1       31
xnor2_1       21
a22oi_1       15
nand3_1       14
inv_1         10
nand4_1        9
a222oi_1       8
clkbuf_1       8
ha_1           8
nor2_1         7
and3_1         6
nor4_1         6
or4_1          5
xor2_1         5
and2_1         4
mux2i_1        4
nor2b_1        4
or3_1          4
a21oi_1        2
and4_1         2
and4_2         2
nor3_1         2
nor4b_1        2
o21ai_0        2
o311ai_0       2
metal layers:
metal  part of all wire [%]  wire length, um  vias up
met1                     45             2720      977
met2                     43             2610       87
met3                     10              630       10
li1                       -                -     1034
met5                      0                0        -
met4                    2.1              127        0
cells in the final DEF (no fill, tap or decap), types with 2 or more instances in the layout:
cell type,Yosys,routed
mux2i_1,4,4
nor3_1,2,2
nor4_1,6,6
a21oi_1,2,2
nor2b_1,4,4
nand4_1,9,9
and4_1,2,2
a22oi_1,15,15
a222oi_1,8,8
nor2_1,7,7
dfrtp_1,36,36
o311ai_0,2,2
or3_1,4,4
ha_1,8,8
nand3_1,14,14
and2_1,4,4
nor4b_1,2,2
inv_1,10,10
and3_1,6,6
buf_4,0,3
xor2_1,5,5
nand2_1,31,31
or4_1,5,5
o21ai_0,2,2
clkbuf_8,0,7
clkdlybuf4s50_1,0,88
and4_2,2,2
xnor2_1,21,21
final cells by class:
class                           instances  area [um2]  share of cell area, %
Multi-Input combinational cell        174        1220                   37.2
Clock inverter                          1        5.00                  0.152
Inverter                               10        37.5                   1.14
Sequential cell                        36         901                   27.4
Tap cell                               96         120                   3.65
Clock buffer                            7        96.3                   2.93
Timing Repair Buffer                   92         908                   27.6
worst paths after layout:
kind                                            from                    to  slack, ns  cells past startpoint
worst max register to register   clk_div_slow.cnt[0]  clk_div_slow.cnt[30]       2.20                      5
worst min register to register  clk_div_slow.cnt[31]  clk_div_slow.cnt[31]       0.48                      1
min in group asynchronous                      rst_n  clk_div_slow.cnt[25]       0.59                      2
worst min-delay path            clk_div_slow.cnt[31]  clk_div_slow.cnt[31]       0.48                      1
max in group asynchronous                      rst_n   clk_div_slow.cnt[9]       3.29                      2
worst max-delay path                           p3[0]           seg_out1[0]       1.14                      4
registers in the layout, indices dropped and copies added, names as in the netlist:
register / flops
scan_cnt: 3
clk_div_slow.cnt: 32
clk_div_slow.clk_out: 1
power by group through the flow:
stage         Combinational [mW]  Sequential, mW  Clock (mW)
CTS                       0.0801           0.318       0.269
global route              0.0846           0.317       0.282
finish                    0.0787           0.318       0.260
Power is estimated from default activity; no workload was simulated.
