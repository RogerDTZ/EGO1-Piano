===== flow/constraint.sdc =====
current_design keyboard

set clk_period 3.2
set clk_io_pct 0.2

create_clock -name clk0 -period $clk_period [get_ports {ps2_c}]

set non_clock_inputs [all_inputs -no_clocks]
set_input_delay [expr $clk_period * $clk_io_pct] -clock clk0 $non_clock_inputs
set_output_delay [expr $clk_period * $clk_io_pct] -clock clk0 [all_outputs]

===== flow/run.sh =====
#!/bin/bash
# OpenROAD 26Q1-2900-gdf79404cd8, Yosys 0.63+post, stock flow scripts
make -C /OpenROAD-flow-scripts/flow DESIGN_CONFIG=/design/flow/config.mk WORK_HOME=/design/flow/orfs finish

===== flow/config.mk =====
export PLATFORM = sky130hd
export DESIGN_NAME = keyboard
export DESIGN_NICKNAME = keyboard
export VERILOG_FILES = /design/flow/design.v
export SDC_FILE = /design/flow/constraint.sdc
export NUM_CORES = 4
export LEC_CHECK = 1
export CORE_AREA = 10 10 113 113
export DIE_AREA = 0 0 123 123

===== flow/design.v =====
`timescale 1ns / 1ps
module keyboard(input clk_100mhz,
                input rst_n,
                input ps2_c,
                input ps2_d,
                output reg [9:0] key_event);
    reg [3:0] ps2_c_filter, ps2_d_filter;
    reg ps2_c_f, ps2_d_f;
    reg [21:0] buffer;
    reg [3:0] counter;
    always @(posedge clk_100mhz or negedge rst_n) begin
        if (~rst_n) begin
            ps2_c_filter <= 4'b1111;
            ps2_d_filter <= 4'b1111;
            ps2_c_f <= 1;
            ps2_d_f <= 1;
        end else begin
            ps2_c_filter <= {ps2_c, ps2_c_filter[3:1]};
            ps2_d_filter <= {ps2_d, ps2_d_filter[3:1]};
            if (ps2_c_filter == 4'b1111)
                ps2_c_f <= 1;
            else if (ps2_c_filter == 4'b0000)
                ps2_c_f <= 0;
            if (ps2_d_filter == 4'b1111)
                ps2_d_f <= 1;
            else if (ps2_d_filter == 4'b0000)
                ps2_d_f <= 0;
        end
    end
    always @(negedge ps2_c or negedge rst_n) begin
        if (~rst_n) begin
            buffer <= 22'b0;
            counter <= 4'b0;
            key_event <= 10'b0;
        end else begin
            buffer <= {ps2_d, buffer[21:1]};
            if (counter == 10) begin
                if (buffer[20:13] != 8'b11110000) begin
                    if (buffer[9:2] != 8'b11110000) begin
                        key_event[8] <= 1;
                    end else begin
                        key_event[8] <= 0;
                    end
                    key_event[7:0] <= buffer[20:13];
                    key_event[9] <= 1;
                end else begin
                    key_event[9] <= 0;
                end
                counter <= 0;
            end else begin
                counter <= counter + 1;
                key_event[9] <= 0;
            end
        end
    end
endmodule

==> reports/results.tsv <==
metric	value	unit
number of enable flip-flop cells	0	
Peak VDD IR	144	uV
final setup margin	54.2	ps
register area share after synthesis	78.1	%
Final Slew Violations	0	
area leader, netlist	dfrtn_1	
worst slew pin tran	438	ps
GR Overflow Total	0	
Hold Path Origin	buffer[11]	
# IOs	14	
Worst R2R Start	buffer[14]	
top cells by area	dfrtn_1 78%, mux2_2 10%, o2111ai_4 2.4%	
antenna violations before repair	0	
syn avg cell area	17.6	um^2
Layout area overhead	37.1	%
Yosys warnings	1	
DR WL/cell	8.12	um
sequential cell area	851	um^2
Synth top cells by count	34 x dfrtn_1, 10 x mux2_2, 3 x inv_1, 3 x nand2_1	
Max Clock Skew	4.56	ps
die area	0.0151	mm^2
Worst-Skew Late Latency	290	ps
leak pwr	0.000605	uW
crit path kind	flop to primary output	
slowest stage cell, crit path	dfrtn_1	
routed via count	551	
status	complete, no violations	
count leader, synth	dfrtn_1	
Synth cell types	16	
Reg-to-Reg End	key_event[7]	
clock-pin slew on the worst setup and hold paths	50	ps
share of layout cells above drive strength 1	26.2	%
cell total in the yosys stat output	62	
yosys stat chip area	0.00109	mm^2
slowest stage delay, CP	410	ps
number of DRC markers in iteration 0	23	
Mapped Area	0.00109	mm^2
fp util	10.6	%
placed cells	211	
# port buffers	12	
drt drc	0	
Post-Route WL	1.79	mm
DP Wirelength	1.26	mm
Top delay family on crit path	flip-flops	
Die H	123	um
tally of OpenROAD warnings	26	
root buf cell	clkbuf_8	
Setup TNS	0	ps
asr flop ratio synth	100	%
RSZ-0062 raised after global routing	false	
first-pass GRT wire length	3.01	mm
fillers	1134	
flop2flop setup slack	1350	ps
Mapped Cells	62	
Dominant Register Cell	dfrtn_1	
CP cell instances	dlygate4sd2_1	
row count	37	
Crit path buffers/inverters	1	
chip width	123	um
CP arrival	2510	ps
Yosys top cell area share	78.1	%
worst-path maximum fanout	2	
Hold Worst Slack	292	ps
Post-DRT Antenna Nets	0	
Antenna Diode Count	0	
Final GP Congestion	0.690	
reg2reg path depth	3	
final hold vios	0	
Final setup viols	0	
Core ar.	0.0103	mm^2
vias in the first global route	533	
fin util	14.5	%
CP startpoint kind	flop	
crit end category	primary output	
Worst Path Required	2560	ps
worst slack at placement	54.5	ps
Num CTS Buffers	5	
Worst Hold Path EP	buffer[10]	
htree depth	2	
detailed-route vias per instance	2.50	
drt pass-1 iters	2	
Worst Hold Depth	0	
comb. cell area	228	um^2
Synth flops	34	
Slew headroom	70.8	%
GRT Overall Usage	2.50	%
power per cell area	541	mW/mm^2
CTS Buffer Depth	2	
hold buffers post-CTS	0	
largest net degree at the start of global routing	35	
hold crit path type	flop to flop	
CTS tree	built	
max capacitance violation total	0	
final std cells w/o fill	220	
clock net sink count	34	
[cell type report]
type | instances | share of cell area (%)
Sequential cell | 34 | 57.0
Multi-Input combinational cell | 25 | 15.2
Tap cell | 136 | 11.4
Timing Repair Buffer | 14 | 9.30
Clock buffer | 6 | 5.53
Clock inverter | 2 | 0.838
Inverter | 3 | 0.754
[layer usage]
metal | share of wire [%] | up-vias | track usage, %
li1 | - | 256 | -
met1 | 47 | 278 | 3.09
met2 | 45 | 13 | 3.85
met3 | 6.4 | 4 | 1.25
met4 | 1.7 | 0 | 0.582
met5 | 0 | - | 0
[cell families after synthesis]
group	share of synthesized area, %
buf+inv	1.03
mux	10.3
compound gates	4.82
flops	78.1
simple gates	4.94
xor+xnor	0.804
[how the worst max path moves through the flow]
| stage | cells after the start | from | end |
|---|---|---|---|
| after CTS | 1 | key_event[3] | key_event[3] |
| after global routing | 1 | key_event[2] | key_event[2] |
| final | 1 | key_event[4] | key_event[4] |
[state kept, by name, indices dropped and copies added (netlist names)]
signal and cells:
buffer 20, key_event 10, counter 4
[what timing repair did]
item / 4_1_cts / 5_1_grt
gates resized: 10 / 3
setup endpoints to repair: 10 / 3
setup buffers: 0 / 1
[through the flow]
stage	total power [uW]	cell area [um^2]
after floorplan	471	1090
after global placement	500	1400
after detailed placement	500	1400
after CTS	821	1480
after global routing	844	1490
final	808	1490
[cell usage in the layout (no fill, tap or decap)]
master,Yosys,final
buf_4,0,1
clkinvlp_4,0,1
inv_1,3,3
and4_1,1,1
a22o_1,1,1
or4_4,1,1
clkbuf_8,0,6
clkdlybuf4s15_1,0,3
nor2b_1,1,1
a21oi_1,1,1
nand4_1,1,1
clkinv_2,0,1
dfrtn_1,34,34
buf_12,0,1
clkdlybuf4s50_1,0,2
nor4_1,1,1
xnor2_1,1,1
o21bai_1,1,1
mux2_2,10,10
dlygate4sd2_1,0,7
o2111ai_4,1,1
o21ai_0,1,1
nand2_1,3,3
nor2_1,1,1
[where the power goes]
part / switching (uW) / total [uW] / leakage (uW) / internal, uW
logic: 11.7 / 27.0 / 0.000157 / 15.3
clock network: 148 / 320 / 0.0000472 / 173
registers: 9.27 / 461 / 0.000400 / 452
Power is estimated from default activity; no workload was simulated.
